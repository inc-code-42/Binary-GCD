[design/flow/config.mk]
export PLATFORM = sky130hd
export DESIGN_NAME = gcd_processor
export DESIGN_NICKNAME = gcd_processor
export VERILOG_FILES = /design/flow/design.v
export SDC_FILE = /design/flow/constraint.sdc
export NUM_CORES = 4
export LEC_CHECK = 1
export CORE_UTILIZATION = 30
[design/flow/design.v]
`timescale 1 ns/ 1 ns
module gcd_processor #(parameter BIT_LEN = 8) (
  input wire                clk_i  ,
  input wire                reset_n,
  input wire [BIT_LEN-1:0]  num_0  ,
  input wire [BIT_LEN-1:0]  num_1  ,
  input wire                start  ,
  output reg                busy   ,
  output wire [BIT_LEN-1:0] gcd_op ,
  output reg                done  
);
localparam IDLE         = 3'd0,
	   PRE_PROCESS  = 3'd1,
	   POST_PROCESS = 3'd2,
	   DONE         = 3'd3;
reg [2:0]         gcd_state_reg;   
reg [2:0]         gcd_state_nxt;
reg [BIT_LEN-1:0] num_0_reg;
reg [BIT_LEN-1:0] num_0_nxt;
reg [BIT_LEN-1:0] num_1_reg;
reg [BIT_LEN-1:0] num_1_nxt;
reg [BIT_LEN-1:0] gcd_op_reg;
reg [BIT_LEN-1:0] gcd_op_nxt;
reg [BIT_LEN-1:0] mult_cntr_reg;
reg [BIT_LEN-1:0] mult_cntr_nxt;
assign gcd_op = gcd_op_reg;
always @(posedge clk_i, negedge reset_n) begin
  if (!reset_n) begin
    gcd_state_reg      <= IDLE;
    num_0_reg          <= 'd0;
    num_1_reg          <= 'd0;
    gcd_op_reg         <= 'd0;
    mult_cntr_reg      <= 'd0;
  end else begin
    gcd_state_reg      <= gcd_state_nxt;
    num_0_reg          <= num_0_nxt;
    num_1_reg          <= num_1_nxt;
    gcd_op_reg         <= gcd_op_nxt;
    mult_cntr_reg      <= mult_cntr_nxt;
  end
end
always @* begin
  gcd_state_nxt = gcd_state_reg;
  num_0_nxt     = num_0_reg;
  num_1_nxt     = num_1_reg;
  gcd_op_nxt    = gcd_op_reg;
  mult_cntr_nxt = mult_cntr_reg;
  done          = 1'b0;
  busy          = 1'b0; 
  case (gcd_state_reg)
    IDLE: begin	    
      if (start) begin
	num_0_nxt       = num_0;      
	num_1_nxt       = num_1;
        busy            = 1'b1;
        mult_cntr_nxt   = 'd0;	
        gcd_state_nxt   = PRE_PROCESS;
        if ((num_0 == 'd0) && (num_1 == 'd0)) begin
          gcd_state_nxt = DONE;
	  gcd_op_nxt    = 'd0; 
        end
        else if (num_0 == 'd0) begin
          gcd_state_nxt = DONE;
	  gcd_op_nxt    = num_1; 
        end		
        else if (num_1 == 'd0) begin
          gcd_state_nxt = DONE;
	  gcd_op_nxt    = num_0; 
        end	
      end	      
    end
    PRE_PROCESS: begin
      busy              = 1'b1;	    
      if (num_0_reg == 'd0) begin
        gcd_state_nxt   = POST_PROCESS;
        gcd_op_nxt      = num_1_reg;	
      end
      else if (num_1_reg == 'd0) begin
        gcd_state_nxt   = POST_PROCESS;
        gcd_op_nxt      = num_0_reg;	
      end      
      else if (~num_0_reg[0] & ~num_1_reg[0]) begin      
        num_0_nxt      = num_0_reg >> 1;   
        num_1_nxt      = num_1_reg >> 1;  
        mult_cntr_nxt  = mult_cntr_reg + 1'b1;
        gcd_state_nxt  = PRE_PROCESS;	
      end	      
      else if (~num_0_reg[0]) begin                     
        num_0_nxt      = num_0_reg >> 1;   
        gcd_state_nxt  = PRE_PROCESS;	
      end
      else if (~num_1_reg[0]) begin                     
        num_1_nxt      = num_1_reg >> 1;   
        gcd_state_nxt  = PRE_PROCESS;	
      end
      else if (num_0_reg > num_1_reg) begin            
        num_0_nxt      = (num_0_reg - num_1_reg) >> 1;
        gcd_state_nxt  = PRE_PROCESS;	
      end
      else  begin                                      
        num_1_nxt      = (num_1_reg - num_0_reg) >> 1;
        gcd_state_nxt  = PRE_PROCESS;	
      end
    end
    POST_PROCESS: begin
      busy            = 1'b1;	    
      if (mult_cntr_reg > 0) begin
        gcd_state_nxt = POST_PROCESS;
	gcd_op_nxt    = gcd_op_reg << 1;
	mult_cntr_nxt = mult_cntr_reg - 1'b1;
      end
      else begin
        gcd_state_nxt  = DONE;	
      end      
    end
    DONE: begin
      done          = 1'b1;
      busy          = 1'b1;      
      gcd_state_nxt = IDLE;
    end    
  endcase	 
end
endmodule
[design/flow/run.sh]
#!/bin/bash
# OpenROAD 26Q1-2900-gdf79404cd8, Yosys 0.63+post, stock flow scripts
make -C /OpenROAD-flow-scripts/flow DESIGN_CONFIG=/design/flow/config.mk WORK_HOME=/design/flow/orfs finish
[design/flow/constraint.sdc]
current_design gcd_processor

set clk_period 4.2
set clk_io_pct 0.2

create_clock -name clk0 -period $clk_period [get_ports {clk_i}]

set non_clock_inputs [all_inputs -no_clocks]
set_input_delay [expr $clk_period * $clk_io_pct] -clock clk0 $non_clock_inputs
set_output_delay [expr $clk_period * $clk_io_pct] -clock clk0 [all_outputs]
==> job_summary.md <==
### Flow metrics

| Metric | Value |
|---|---|
| Worst Tran Pin Value | `801 ps` |
| Finished Core Util | `36.3%` |
| Die height | `104 um` |
| Cell Int Power | `1750 uW` |
| GRT Total Usage | `15.8%` |
| XOR Share, Synth | `4.19%` |
| Sequential Power Share | `23.9%` |
| Critical path type | `reg2reg` |
| Clk sinks | `36` |
| Clock power frac | `9.3%` |
| Most frequent cell after synthesis | `dfrtp_1` |
| N_diodes | `0` |
| Switching component of the power | `1590 uW` |
| Critical path, cell by cell | `inv_1 > ha_1 > fa_1 > nor2b_2 > o31ai_4 > a211oi_4 > o21bai_4 > a31oi_4 > mux2_4` |
| Slew Limit Fails | `0` |
| Slew HR | `46.4%` |
| Non-Filler Instances | `498` |
| Die footprint | `10,900 um^2` |
| Total routed wirelength | `8280 um` |
| Post-synthesis compound-gate area fraction | `24.7%` |
| Post-synth regs | `36` |
| Max Fanout on Critical Path | `14` |
| Area of the mapped netlist | `3130 um^2` |
| HP Class | `reg2reg` |
| Status | `completed` |
| FP Util | `31.5%` |
| CTS tree | `built` |
| Yosys synthesis chip area | `3130 um^2` |
| First-pass GRT wire length | `13,500 um` |
| Fraction of final layout cells sized beyond drive strength 1 | `12.6%` |
| Crit path depth | `9` |
| CP endpoint kind | `flip-flop` |
| Root Driver | `clkbuf_8` |
| Mux share | `7.79%` |
| ANT nets after route | `0` |
| Worst R2R Start | `num_0_reg[0]` |
| Syn Inst Count | `341` |
| Final Hold Fails | `0` |
| Initial antenna violation count | `0` |
| Power density over the cells | `925 nW/um^2` |
| Static leakage | `0.00150 uW` |
| Area grow syn2layout | `15.4%` |
| Total Power | `3340 uW` |
| Die Span X | `104 um` |
| Clk slew on worst S/H paths | `80 ps` |
| Number of CTS-inserted buffers | `5` |
| Worst-skew pair later-pin latency | `290 ps` |
| Hold path endpoint | `gcd_state_reg[0]` |
| Critical path's top delay family | `AND-OR/OR-AND gates` |
| Vias/cell | `5.38` |
| Num rows | `36` |
| IO buf count | `28` |
| Setup Fix Bufs, Post-CTS | `0` |
| Max Buffers Root-to-Sink | `2` |
| I/O pin total | `29` |
| Clock skew | `11.0 ps` |
| Cts hold-fix bufs | `0` |
| Final setup TNS | `0 ps` |
| DP HPWL | `6320 um` |
| MaxCap Viol Count | `0` |
| Sequential area share after synthesis | `28.8%` |
| WL per Instance | `16.6 um` |
| H-tree levels | `2` |
| Worst-case vdd ir drop | `0.422 mV` |
| Dominant comb cell | `AND-OR/OR-AND gates` |
| # resized after CTS | `0` |
| Area share, top type | `28.0%` |
| Ys async rst share | `100%` |
| Worst Path Arrival | `3480 ps` |
| First-pass DRT Iterations | `5` |
| Worst hold stages | `1` |
| Synth top cells by count | `35 x dfrtp_1, 26 x inv_1, 23 x a21oi_1, 23 x ha_1, 22 x nand2_1` |
| Synth area leader | `dfrtp_1` |
| Grt ovf | `0` |
| Hold Path Origin | `gcd_state_reg[3]` |
| Reg2reg end | `num_0_reg[2]` |
| Fmax | `303 MHz` |
| Period minus WS final | `3300 ps` |
| Critical Path RT | `4370 ps` |
| Initial DRC count | `223` |
| Largest net degree at the start of global routing | `37` |
| EDFF count, synth | `0` |
| DRC Markers | `0` |
| Vias in the first global route | `2,474` |
| Yosys adder share | `11.1%` |
| Switching share of power | `47.7%` |
| OpenROAD warning count | `34` |
| Global placement routability congestion | `0.902` |
| Main flop type after synthesis | `dfrtp_1` |
| AND/OR/NAND/NOR Cells, Area Fraction | `17.5%` |
| Comb power frac | `66.8%` |
| Vias | `2,679` |
| Largest stage delay on the critical path | `710 ps` |
| Worst setup SP type | `flip-flop` |
| Placed cell count | `490` |
| Core area | `9950 um^2` |
| Unique cell types | `66` |
| Bufs and invs on worst path | `1` |
| Final count of negative-setup-slack endpoints | `0` |
| Reg-to-reg slack, setup | `900 ps` |
| Slowest cell on the critical path | `dfrtp_1` |
| Reg2reg path depth | `9` |
| Most area-consuming cells after synthesis | `dfrtp_1 28%, ha_1 9.2%, mux2_2 4.0%` |
| Yosys stat cell total | `341` |
| Syn_area_per_cell | `9.18 um^2` |
| Synth Warn # | `1` |
| Fin crit share | `78.6%` |
| RSZ-0062 raised after global routing | `no` |
kinds of logic after synthesis:
group,after synthesis
DFF,36
buffers and inverters,40
muxes,19
xor gates and xnor gates,15
AOI/OAI and AO/OA,105
adders and majority gates,26
and+or+nand+nor,100
how the worst max path moves through the flow:
stage                 from           end  slack (ps)
finish        num_0_reg[0]  num_0_reg[2]         900
global route  num_0_reg[0]  num_0_reg[1]         740
CTS           num_0_reg[0]  num_0_reg[2]         930
stage by stage:
stage / instance area (um^2) / worst slack (ps) / hold WS (ps)
floorplan: 3130 / 1300 / 426
detailed placement: 3500 / 779 / 474
global placement: 3500 / 805 / 466
global route: 3610 / 738 / 520
finish: 3610 / 898 / 491
CTS: 3610 / 927 / 495
power by group through the flow:
| stage | clock network (uW) | registers, uW | logic [uW] |
|---|---|---|---|
| finish | 310 | 799 | 2230 |
| global route | 325 | 832 | 2460 |
| CTS | 317 | 795 | 2230 |
routing by layer:
layer | track usage (%) | part of all wire, %
met3 | 1.98 | 4.5
met1 | 25.6 | 51
met2 | 23.3 | 43
met4 | 2.14 | 1.4
met5 | 0 | 0
placed cells by master, fill, tap and decap left out, types with 3 or more instances in the layout:
cell / count
dfrtp_1: 35
clkdlybuf4s50_1: 27
inv_1: 26
a21oi_1: 23
ha_1: 23
nand2_1: 22
nor2_1: 19
o21ai_0: 16
nand3_1: 14
mux2_2: 11
o31ai_1: 9
xnor2_1: 9
nand2b_1: 8
or4_1: 8
mux2_4: 8
o21ai_1: 8
o221ai_1: 7
a222oi_1: 7
xor2_1: 6
clkbuf_8: 5
nand3b_1: 4
nor3_1: 4
a21o_1: 4
a211oi_1: 4
nand4_1: 3
o2bb2ai_1: 3
fa_1: 3
final cells by class:
cell class	instances	area (um^2)
Inverter	26	97.6
Sequential cell	36	902
Multi-Input combinational cell	265	2050
Clock inverter	3	42.5
Tap cell	133	166
Timing Repair Buffer	30	290
Clock buffer	5	68.8
Fill cell	996	6340
Power figures rest on the tool's default switching activity, not on a simulated workload.
